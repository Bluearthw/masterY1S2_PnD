## run.sh

```bash
#!/bin/bash
# OpenROAD 26Q1-2900-gdf79404cd8, Yosys 0.63+post, stock flow scripts
make -C /OpenROAD-flow-scripts/flow DESIGN_CONFIG=/design/flow/config.mk WORK_HOME=/design/flow/orfs finish
```

## design.v

```verilog
module cordic_vector#(
      parameter SYS_CLK_FREQ = 3200_000,
      parameter MIXING_FREQ  = 160_000,
      parameter DEMOD_FREQ   = 8_000,
      parameter SAMPLE_RATE  = 800 
)(
input 						clk,
input 						rst_n,
input	signed [15:0]		x,
input	signed [15:0]		y,
input						start,
output 	reg    [8:0]	    angle,
output	wire				finished
);
localparam SAMPLE_DIV = SYS_CLK_FREQ / DEMOD_FREQ;
reg [31:0] sample_counter;
reg sample_en;
always @(posedge clk or negedge rst_n) begin
    if(!rst_n) begin
        sample_counter <= 0;
        sample_en <= 0;
    end else begin
        if(sample_counter == SAMPLE_DIV-1) begin
            sample_counter <= 0;
            sample_en <= 1;
        end else begin
            sample_counter <= sample_counter + 1;
            sample_en <= 0;
        end
    end
end
    parameter angle_0 = 16'd11520;		 
    parameter angle_1 = 16'd6800;      
    parameter angle_2 = 16'd3593;       
    parameter angle_3 = 16'd1824;       
    parameter angle_4 = 16'd915;       
    parameter angle_5 = 16'd458;      
    parameter angle_6 = 16'd229;       
    parameter angle_7 = 16'd114;       
    reg signed 	[15:0] 		x0 =0,y0 =0,z0 =0;
    reg signed 	[15:0] 		x1 =0,y1 =0,z1 =0;
    reg signed 	[15:0] 		x2 =0,y2 =0,z2 =0;
    reg signed 	[15:0] 		x3 =0,y3 =0,z3 =0;
    reg signed 	[15:0] 		x4 =0,y4 =0,z4 =0;
    reg signed 	[15:0] 		x5 =0,y5 =0,z5 =0;
    reg signed 	[15:0] 		x6 =0,y6 =0,z6 =0;
    reg signed 	[15:0] 		x7 =0,y7 =0,z7 =0;
    reg  [4:0]           count;
    always@(posedge clk or negedge rst_n)begin
        if(!rst_n)
            count <= 'b0;
        else if(start && sample_en)begin
            if(count == 5'd19)
			    count <= 'b0;    
            else
                count <= count + 1'b1;        
        end else 
                count <= count;
    end
    assign finished  = (count == 5'd8)?1'b1:1'b0;
    reg  [8:0] angle_ref;
    reg signed [15:0] x_new,y_new;
    always@(*) begin
         case ({x[15], y[15]})
        2'b00: begin  
            x_new = x;
            y_new = y;
            angle_ref = 'd0;
        end
        2'b10: begin  
            x_new = y;
            y_new = -(x);
            angle_ref = 'd90;
        end
        2'b11: begin  
            x_new = -(x);
            y_new = -(y);
            angle_ref = 'd180;
        end
        2'b01: begin  
            x_new = -(y);
            y_new = (x);
            angle_ref = 'd270;
        end
        default: begin
            x_new = 0;
            y_new = 0;
            angle_ref = 'd0;
        end
    endcase
    end
    always@(posedge clk or negedge rst_n)begin
        if(!rst_n)begin
            x0 <= 'b0;
            y0 <= 'b0;
            z0 <= 'b0;
        end
        else if(start && sample_en)begin
            x0 <= x_new ;
            y0 <= y_new ;
            z0 <= 'b0;
        end else begin
            x0 <= x0;
            y0 <= y0;
            z0 <= z0;
        end
    end 
    always@(posedge clk or negedge rst_n)begin 
        if(!rst_n)begin
            x1 <= 'b0;
            y1 <= 'b0;
            z1 <= 'b0;
        end
        else if (start&&sample_en) begin
            if(!y0[15] ) begin					 
                x1 <= x0 + y0;
                y1 <= y0 - x0;
                z1 <= z0 + angle_0;
            end else begin
                x1 <= x0 - y0;
                y1 <= y0 + x0;
                z1 <= z0 - angle_0;		
            end
        end else begin
            x1 <= x1;
            y1 <= y1;
            z1 <= z1;	
        end
    end 
    always@(posedge clk or negedge rst_n)begin 
        if(!rst_n)begin
            x2 <= 'b0;
            y2 <= 'b0;
            z2 <= 'b0;
        end else if (start&&sample_en) begin
            if(!y1[15]) begin
                x2 <= x1 + (y1>>>1);
                y2 <= y1 - (x1>>>1);
                z2 <= z1 + angle_1;
            end else begin
                x2 <= x1 - (y1>>>1);
                y2 <= y1 + (x1>>>1);
                z2 <= z1 - angle_1;	
            end
        end else begin
            x2 <= x2;
            y2 <= y2;
            z2 <= z2;
        end
    end
    always@(posedge clk or negedge rst_n)begin 
        if(!rst_n)begin
            x3 <= 'b0;
            y3 <= 'b0;
            z3 <= 'b0;
        end else if (start&&sample_en) begin
            if(!y2[15]) begin
                x3 <= x2 + (y2>>>2);
                y3 <= y2 - (x2>>>2);
                z3 <= z2 + angle_2;
            end
            else begin
                x3 <= x2 - (y2>>>2);
                y3 <= y2 + (x2>>>2);
                z3 <= z2 - angle_2;	
            end
        end else begin
            x3 <= x3;
            y3 <= y3;
            z3 <= z3;
        end
    end 
    always@(posedge clk or negedge rst_n)begin 
        if(!rst_n)begin
            x4 <= 'b0;
            y4 <= 'b0;
            z4 <= 'b0;
        end else if (start&&sample_en) begin
            if(!y3[15]) begin
                x4 <= x3 + (y3>>>3);
                y4 <= y3 - (x3>>>3);
                z4 <= z3 + angle_3;
            end
            else begin
                x4 <= x3 - (y3>>>3);
                y4 <= y3 + (x3>>>3);
                z4 <= z3 - angle_3;	
            end
        end else begin
            x4 <= x4;
            y4 <= y4;
            z4 <= z4;
        end
    end 
    always@(posedge clk or negedge rst_n)begin 
        if(!rst_n)begin
            x5 <= 'b0;
            y5 <= 'b0;
            z5 <= 'b0;
        end else if (start&&sample_en) begin
            if(!y4[15]) begin
                x5 <= x4 + (y4>>>4);
                y5 <= y4 - (x4>>>4);
                z5 <= z4 + angle_4;
            end
            else begin
                x5 <= x4 - (y4>>>4);
                y5 <= y4 + (x4>>>4);
                z5 <= z4 - angle_4;	
            end
        end else begin
            x5 <= x5;
            y5 <= y5;
            z5 <= z5;
        end
    end 
    always@(posedge clk or negedge rst_n)begin 
        if(!rst_n)begin
            x6 <= 'b0;
            y6 <= 'b0;
            z6 <= 'b0;
        end else if (start&&sample_en) begin 
            if(!y5[15]) begin
            x6 <= x5 + (y5>>>5);
            y6 <= y5 - (x5>>>5);
            z6 <= z5 + angle_5;
            end
            else begin
                x6 <= x5 - (y5>>>5);
                y6 <= y5 + (x5>>>5);
                z6 <= z5 - angle_5;	
            end
        end else begin
            x6 <= x6;
            y6 <= y6;
            z6 <= z6;
        end
    end 
    always@(posedge clk or negedge rst_n)begin 
        if(!rst_n)begin
            x7 <= 'b0;
            y7 <= 'b0;
            z7 <= 'b0;
        end else if (start&&sample_en) begin 
            if(!y6[15]) begin
            x7 <= x6 + (y6>>>6);
            y7 <= y6 - (x6>>>6);
            z7 <= z6 + angle_6;
            end
            else begin
                x7 <= x6 - (y6>>>6);
                y7 <= y6 + (x6>>>6);
                z7 <= z6 - angle_6;	
            end
        end else begin
            x7 <= x7;
            y7 <= y7;
            z7 <= z7;
        end
    end 
    reg  [15:0]	angle_abs;
    always@(posedge clk or negedge rst_n)begin
        if(!rst_n)begin
            angle_abs <= 'b0;
        end
        else if (start&& sample_en)begin
            angle_abs <= z7;  
        end else begin
            angle_abs  <= angle_abs;
        end
    end 
    always @(*) begin
        if(angle_abs[15]==1)
            angle = angle_ref;
        else
            angle = angle_abs[15:8]+angle_ref;
    end
endmodule
`timescale 1ns / 1ps
module demod_gmsk #(
      parameter SYS_CLK_FREQ = 6400_000,
      parameter MIXING_FREQ  = 320_000,
      parameter DEMOD_FREQ   = 16_000,
      parameter SAMPLE_RATE  = 800,
      parameter TAPS         = 4 
)(
    input  signed [15:0] I,     
    input  signed [15:0] Q,    
    input         start,
    input         resetn,     
    input         clk,         
    output reg  [8:0] phase,   
    output wire signed  [6:0] freq  
);
localparam SAMPLE_DIV = SYS_CLK_FREQ / SAMPLE_RATE;
reg [31:0] sample_counter;
reg sample_en;
always @(posedge clk or negedge resetn) begin
    if(!resetn) begin
        sample_counter <= 0;
        sample_en <= 0;
    end else begin
        if(sample_counter == SAMPLE_DIV-1) begin
            sample_counter <= 0;
            sample_en <= 1;
        end else begin
            sample_counter <= sample_counter + 1;
            sample_en <= 0;
        end
    end
end
wire       cordic_valid;
wire       one_start;
wire [8:0] cordic_phase;
reg  [8:0]  prev_phase = 0;
reg  signed [6:0]  freq_origin = 0;
always @(posedge clk) begin
    if (!resetn) begin
        phase             <= 0;
        freq_origin       <= 0;
        prev_phase        <= 0;
    end 
    else if (sample_en && start ) begin
        phase               <= cordic_phase;
        if (({cordic_phase[8],cordic_phase[7]}=='b00) &&  (prev_phase[8]==1)) begin
            freq_origin     <= (cordic_phase - prev_phase) + 360;
        end 
        else if ((cordic_phase[8] == 1) &&({prev_phase[8],prev_phase[7]}=='b00)) begin
            freq_origin     <= (cordic_phase - prev_phase) - 360;
        end 
        else begin
            freq_origin     <= cordic_phase - prev_phase;
        end
        prev_phase          <= cordic_phase;
    end else begin
        freq_origin       <= freq_origin;
        prev_phase        <= prev_phase;
        phase             <= phase;
    end
end
cordic_vector#(
    .SYS_CLK_FREQ 	(SYS_CLK_FREQ  ),
    .MIXING_FREQ  	(MIXING_FREQ   ),
    .DEMOD_FREQ   	(DEMOD_FREQ    ),
    .SAMPLE_RATE  	(SAMPLE_RATE   ))
 u_cordic_vector(
    .clk      	(clk       ),
    .rst_n    	(resetn     ),
    .x        	(I         ),
    .y        	(Q         ),
    .start    	(start     ),
    .angle    	(cordic_phase  ),
    .finished 	(cordic_valid  )
);
assign freq = freq_origin;
endmodule
```

## constraint.sdc

```tcl
current_design demod_gmsk

set clk_period 10.0
set clk_io_pct 0.2

create_clock -name clk0 -period $clk_period [get_ports {clk}]

set non_clock_inputs [all_inputs -no_clocks]
set_input_delay [expr $clk_period * $clk_io_pct] -clock clk0 $non_clock_inputs
set_output_delay [expr $clk_period * $clk_io_pct] -clock clk0 [all_outputs]
```

## config.mk

```make
export PLATFORM = sky130hd
export DESIGN_NAME = demod_gmsk
export DESIGN_NICKNAME = demod_gmsk
export VERILOG_FILES = /design/flow/design.v
export SDC_FILE = /design/flow/constraint.sdc
export NUM_CORES = 4
export LEC_CHECK = 1
export CORE_UTILIZATION = 40
```

==> ci_impl_report.md <==
### Yosys + OpenROAD results

| Metric | Value |
|---|---|
| Sw frac | `0.226` |
| Core area | `0.0700 mm2` |
| Area of the die | `0.0718 mm2` |
| Via density | `5.29` |
| Clock Skews | `0.0201 ns` |
| CP max stage delay | `0.62 ns` |
| Most frequent logic cell in the layout | `nand2_1` |
| Synthesized instance count | `3366` |
| Yosys cell count | `3366` |
| Clock power frac | `0.509` |
| Area grow syn2layout | `10.3%` |
| Startpoint types | `input pin` |
| Max frequency | `171 MHz` |
| Internal | `0.00257 W` |
| Asr flop ratio synth | `0.932` |
| Port Buf Inserts | `50` |
| Ant diodes | `0` |
| Status | `completed` |
| Hold buffers post-CTS | `0` |
| Cell Pwr Density | `107 mW/mm2` |
| CP startpoint | `I[15]` |
| Antenna violations before repair | `0` |
| Hold Crit Class | `flip-flop to flip-flop` |
| Drt wl/cell | `15.4 um` |
| Max Slew Vio Count | `0` |
| Synth Seq Share | `0.321` |
| Top Layout Cells | `nand2_1 (430), dfrtp_1 (343), o21ai_0 (342)` |
| Post-layout util | `0.445` |
| Routed WL | `66.8 mm` |
| Row count | `97` |
| Biggest area cells | `dfrtp_1 (30%), ha_1 (12%), xnor2_1 (6.1%), o21ai_0 (6.1%), nand2_1 (5.7%)` |
| Ports | `51` |
| Synth area leader | `dfrtp_1` |
| Final setup vio count | `0` |
| Maxcap violations | `0` |
| Primary FF master, synth | `dfrtp_1` |
| Tool warnings | `67` |
| Post-synth EDFFs | `0` |
| Synth warnings | `2` |
| Gr usage total | `0.197` |
| Comb pwr share | `0.043` |
| HPWL Detailed | `49.4 mm` |
| Sequential power share | `0.448` |
| Yosys top cell area share | `0.303` |
| Yosys synthesis chip area | `0.0283 mm2` |
| Clk latency late pin | `0.58 ns` |
| First-pass GRT wire length | `113 mm` |
| Post-CTS Setup Bufs | `0` |
| Clk buf depth | `3` |
| Period minus WS final | `5.85 ns` |
| NetSw | `0.000753 W` |
| Arrival @ worst endpoint | `6.32 ns` |
| Worst EP required | `10.47 ns` |
| Synth Cell Area | `0.0283 mm2` |
| CTS sink count | `368` |
| Root Buffer | `clkbuf_16` |
| Final ANT Viol Nets | `0` |
| CTS Buf Count | `45` |
| Worst Tran Pin Value | `0.877 ns` |
| Largest net degree at the start of global routing | `89` |
| GPL Wtd Cong | `0.914` |
| Crit-path slowest cell | `clkdlybuf4s50_1` |
| Via count | `22900` |
| Crit end category | `flip-flop` |
| P_leak | `14.5 nW` |
| Initial core utilization | `0.404` |
| Worst hold slack | `0.462 ns` |
| Crit Path Category | `input pin to flip-flop` |
| RSZ-0062 raised after global routing | `no` |
| CTS tree | `built` |
| CP max FO | `17` |
| Cycle use final | `0.585` |
| Register bit total from synthesis | `368` |
| Vias in the first global route | `21700` |
| Remaining Overflow, GRT | `0` |
| Final tally of hold violations | `0` |
| First DRT Iteration DRCs | `1411` |
| Post-CTS sizing | `0` |
| Peak supply drop | `0.102 mV` |
| Ratio of cells with drive above 1 in the final layout | `0.0425` |
| H-tree Lvls | `2` |
| Avg Inst Size Synth | `8.40 um2` |
| Synth cell types | `87` |
| Worst path cell trace | `clkdlybuf4s50_1 > inv_1 > ha_1 > nor2_1 > inv_1 > ha_1 > a211oi_1 > o21ai_0 > o32ai_1 > ha_1 > xnor2_1 > inv_1 > ha_1 > nor2_1 > mux2i_1 > xnor2_1 > o21ai_0 > and2_1` |
| Chip Width | `268 um` |
| Clock-pin slew on the worst setup and hold paths | `0.05 ns` |
| Cell repeated most along the worst path | `ha_1` |
| TNS Setup | `0 ns` |
| Die Y | `268 um` |
| Drt first pass iters | `6` |
| Remaining DRCs | `0` |
| Slew Limit Headroom | `0.411` |
| Worst hold path startpoint | `sample_counter[4]$_DFF_PN0_` |
| RR Startpoint | `u_cordic_vector.x2[7]$_DFFE_PN0P_` |
-- metrics by stage --
step           cell area (um2)  total power [W]  instances  setup slack (ns)
2_1_floorplan            28300          0.00159       3366              4.89
3_3_place_gp             29600          0.00166       4246              3.58
3_5_place_dp             29600          0.00166       4246              3.54
4_1_cts                  31200          0.00338       4328              4.15
5_1_grt                  31200          0.00346       4328              3.70
6_report                 31200          0.00332       4328              4.15
-- worst max-delay path, delay by kind of cell --
family	cells	cell delay [ns]
adder cells (fa/ha/maj)	4	1.31
buffers and inverters	4	0.93
AND-OR/OR-AND	4	0.76
AND/OR/NAND/NOR	3	0.62
XOR/XNOR	2	0.61
multiplexers	1	0.09
-- logic make-up after synthesis --
logic type / Yosys count / share of synthesized area
buffers and inverters: 290 / 0.0391
multiplexers: 25 / 0.00942
AND/OR/NAND/NOR: 1082 / 0.178
flip-flops: 368 / 0.321
adder cells (fa/ha/maj): 297 / 0.136
AND-OR/OR-AND: 948 / 0.206
XOR/XNOR: 356 / 0.110
-- cell type report --
class | count | area, um2
Clock buffer | 68 | 1340
Clock inverter | 14 | 206
Fill cell | 6873 | 38800
Inverter | 156 | 586
Multi-Input combinational cell | 2708 | 18100
Sequential cell | 368 | 9080
Tap cell | 940 | 1180
Timing Repair Buffer | 74 | 686
-- power by group through the flow --
stage	registers (W)	clock network [W]	logic [W]
CTS	0.00149	0.00175	0.000145
global route	0.00149	0.00181	0.000162
finish	0.00149	0.00169	0.000143
-- sequential cells by signal, indices dropped and copies added (netlist names), 8 cells and up --
signal,count
phase,9
prev_phase,9
sample_counter,32
u_cordic_vector.angle_abs,8
u_cordic_vector.sample_counter,32
u_cordic_vector.x0,16
u_cordic_vector.x1,15
u_cordic_vector.x2,16
u_cordic_vector.x3,16
u_cordic_vector.x4,16
u_cordic_vector.x5,11
u_cordic_vector.y0,16
u_cordic_vector.y1,16
u_cordic_vector.y2,16
u_cordic_vector.y3,16
u_cordic_vector.y4,16
u_cordic_vector.y5,16
u_cordic_vector.z2,10
u_cordic_vector.z3,15
u_cordic_vector.z4,15
u_cordic_vector.z5,16
u_cordic_vector.z6,16
u_cordic_vector.z7,8
-- layer usage --
layer  global-route usage  vias to the layer above  part of all wire
li1                     -                    11900                 -
met1                0.307                    10600              0.50
met2                0.303                      340              0.44
met3               0.0237                       89             0.036
met4               0.0361                        0             0.021
met5                    0                        -                 0
-- worst paths after layout --
kind | slack, ns | end | cells past startpoint
hold / removal | 0.46 | sample_counter[4]$_DFF_PN0_ | 1
hold reg to reg | 0.46 | sample_counter[4]$_DFF_PN0_ | 1
setup / recovery | 4.15 | freq_origin[5]$_SDFFE_PN0P_ | 18
min in group asynchronous | 1.40 | u_cordic_vector.y5[6]$_DFFE_PN0P_ | 1
max in group asynchronous | 6.72 | u_cordic_vector.sample_counter[18]$_DFF_PN0_ | 3
setup reg to reg | 5.95 | u_cordic_vector.y3[15]$_DFFE_PN0P_ | 13
-- cells in the mapped netlist (all sizes together), types with 12 or more instances --
cell type	number
and2	27
xor2	158
clkbuf	110
and3	34
dfrtp	343
o21ai	348
buf	24
o31ai	22
nand2	431
nand2b	36
or4	14
a21oi	239
xnor2	198
nand3	57
nor4	30
nand4	16
a221o	12
dfxtp	25
mux2i	12
mux2	13
a221oi	16
a211oi	30
o211ai	24
nor3	94
ha	278
a21o	57
a31oi	30
o22ai	13
or3	17
nor2b	32
inv	156
o21a	34
fa	19
o21bai	22
nor2	252
No activity file was given, so power comes from the tool's default toggle rates.
