==> flow/design.v <==
`timescale 1ns / 1ps
module cordic_serial(
    input signed [31:0]    x,
    input signed [31:0]    y,
    input           clk,
    output reg [31:0]   phase
    );
    localparam IDLE = 2'd0;
    localparam WORK = 2'd1;
    localparam DONE = 2'd2;
    reg     [1:0]state ;
    reg     [1:0]next_state;
    reg     [6:0]counter;
    wire   [31:0] rot[15:0];
assign  rot[0]  = 32'd2949120 ;      
assign  rot[1]  = 32'd1740992 ;      
assign  rot[2]  = 32'd919872  ;      
assign  rot[3]  = 32'd466944  ;      
assign  rot[4]  = 32'd234368  ;      
assign  rot[5]  = 32'd117312  ;      
assign  rot[6]  = 32'd58688   ;      
assign  rot[7]  = 32'd29312   ;      
assign  rot[8]  = 32'd14656   ;      
assign  rot[9]  = 32'd7360    ;      
assign  rot[10] = 32'd3648    ;      
assign  rot[11] = 32'd1856    ;      
assign  rot[12] = 32'd896     ;      
assign  rot[13] = 32'd448     ;      
assign  rot[14] = 32'd256     ;      
assign  rot[15] = 32'd128     ;      
    always @(posedge clk) begin
        state<=next_state;
        case(state)
        IDLE:next_state<=WORK;
        WORK:next_state<= counter==14?DONE:WORK;
        DONE:next_state<=IDLE;
        default:next_state<=IDLE;
        endcase
    end
    reg signed [31:0] x_shift;
    reg signed [31:0] y_shift;
    reg signed [31:0] z_rot;
    wire     D_sign;
    assign   D_sign=~y_shift[31];
    always @(posedge clk ) begin
        case(state)
        IDLE:
        begin
            x_shift<=x;
            y_shift<=y;
            z_rot<=0;
        end
        WORK:if(D_sign)
        begin
            x_shift       <= x_shift + (y_shift>>>counter);
            y_shift       <= y_shift - (x_shift>>>counter);
            z_rot         <= z_rot  + rot[counter];
        end
        else begin
            x_shift       <= x_shift - (y_shift>>>counter);
            y_shift       <= y_shift + (x_shift>>>counter);
            z_rot         <= z_rot  - rot[counter];
        end
        DONE:
        begin
            phase<=z_rot;
        end
        default : ;
        endcase
    end
    always @(posedge clk ) begin
        if(state==IDLE && next_state==WORK)
            counter<=0;
        else if(state==WORK)begin
        if(counter<4'd14)
            counter<=counter+1;
            else
            counter<=counter;
        end
        else
            counter<=0;
    end
endmodule
==> flow/run.sh <==
#!/bin/bash
# OpenROAD 26Q1-2900-gdf79404cd8, Yosys 0.63+post, stock flow scripts
make -C /OpenROAD-flow-scripts/flow DESIGN_CONFIG=/design/flow/config.mk WORK_HOME=/design/flow/orfs finish
==> flow/config.mk <==
export PLATFORM = sky130hd
export DESIGN_NAME = cordic_serial
export DESIGN_NICKNAME = cordic_serial
export VERILOG_FILES = /design/flow/design.v
export SDC_FILE = /design/flow/constraint.sdc
export NUM_CORES = 4
export LEC_CHECK = 1
export CORE_UTILIZATION = 40
==> flow/constraint.sdc <==
current_design cordic_serial

set clk_period 21.0
set clk_io_pct 0.2

create_clock -name clk0 -period $clk_period [get_ports {clk}]

set non_clock_inputs [all_inputs -no_clocks]
set_input_delay [expr $clk_period * $clk_io_pct] -clock clk0 $non_clock_inputs
set_output_delay [expr $clk_period * $clk_io_pct] -clock clk0 [all_outputs]
==> results.toml <==
# implementation run metrics
[clock_tree]
hold_buffers = 0
clockBufferDepth = 2
worstSkewPairLatency_ns = 0.46
cts_root_buf = "clkbuf_16"
cts_max_level = 4
tritoncts = "built"
post_cts.repair.setup_buffers = 0
cts_buffers = 17
cts_resized = 0
cts_sinks = 133
path_clk_slew_ns = 0.09

[drt]
antenna_left = 0
vias = 15000
drt-total-wl_mm = 56.5
num_antenna_cells = 0
wire_per_inst_um = 23.6
first_pass_iters = 9
vias_per_cell = 6.25
drc = 0
initialDrtViolationCount = 1288

[global_route]
grt_pass1_vias = 13800
grt_use_total = 0.299
antenna_found_initial = 1
grt_pass1_wl_mm = 85.4
grt_max_degree = 73
grt.overflow.total = 0

[logic_synthesis]
synth.distinct_cells = 109
ys_seq_frac = 0.252
synth_warnings = 1
synth-async-reset-ratio = 0
ys_sh_adder = 0.0853
synth_compound_gate_area_share = 0.270
synth_area_per_cell_um2 = 8.42
edf_count = 122
simple_gate_share = 0.208
ys_chip_area_um2 = 15400
synth_area_um2 = 15400
synth-seq-cells = 133
netlist_instances = 1832
synth-main-ff-cell = "edfxtp_1"
muxShareOfSynthArea = 0.0688
yosys_cells = 1832
synthTopLogicFamily = "AND-OR/OR-AND gates"
xor_area_frac = 0.0646

[floorplan]
initCoreUtil = 0.408
rows = 71
die_w_um = 198
core_area_um2 = 37800
dieHeight_um = 198
io_pins = 97
die-area_um2 = 39400

[placed_design]
port_buffers = 93
place_ws_ns = 13.37
dpl_cell_area_um2 = 16700
place.gp.congestion = 1.03
dp_hpwl_mm = 43.1

[final_timing]
hold_ws_ns = 0.328
fin_ws_ns = 13.22
setup_viol = 0
fin_setup_tns_ns = 0
worst_slew_pin_slew_ns = 1.06
rsz0062_at_grt = "false"
timing.final.crit_period_ns = 7.78
fin_skew_ns = 0.0236
hold_viol = 0
slew_viol_final = 0
post-route-period-util = 0.371
max_freq_mhz = 128
slew_headroom = 0.273

[worst_setup_path]
crit_type = "reg -> reg"
crit_start = "counter[0]"
cp.arrival_ns = 7.98
path_max_fanout = 52
r2r_start = "counter[0]"
critical_path.endpoint_type = "flip-flop"
crit_required_ns = 21.20
start_kind = "flip-flop"

[cells_and_area]
design_area_um2 = 17300
n_fill_cell = 3689
drive_gt1_frac = 0.0845
syn_to_final_growth_pct = 12.1
utilization = 0.457

[worst_hold_path]
hp-start = "next_state[0]"
worst_hold_path_type = "reg -> reg"

[status]
status = "finished clean"

[run]
tool_warnings = 36
drv_cap = 0

[power_and_ir_drop]
power_density_nw_per_um2 = 35.1
ir_worst_vdd_v = 0.0000569
p_leak_nw = 6.18
==> routing by layer <==
layer,wire (um),global-route usage,vias to the layer above
li1,-,-,7073
met1,24200,0.427,7125
met2,25500,0.458,639
met3,4080,0.0450,124
met4,2760,0.125,0
met5,0,0,-
==> logic make-up (layout without fill, tap and decap cells) <==
group | Yosys count | after routing
other | 1 | 3
and+or+nand+nor | 612 | 612
muxes | 94 | 94
adders and majority gates | 104 | 104
xor gates and xnor gates | 113 | 113
buffers and inverters | 161 | 209
DFF | 133 | 133
AOI/OAI and AO/OA | 614 | 614
==> cell type report <==
type | count | area [um2] | share of cell area
Clock inverter | 15 | 151 | 0.00875
Multi-Input combinational cell | 1540 | 10800 | 0.623
Timing Repair Buffer | 137 | 1260 | 0.0729
Tap cell | 511 | 639 | 0.0370
Sequential cell | 133 | 3890 | 0.225
Clock buffer | 17 | 425 | 0.0246
Inverter | 40 | 153 | 0.00883
==> critical path, cell delays in order, from the launching register on <==
cell and delay (ns):
dfxtp_4 0.79, buf_4 0.73, mux2i_1 0.38, and2_1 0.27, or4_1 0.65, o211ai_1 0.36, nor4_4 0.09, ha_1 0.26
nand3_1 0.21, nor2_1 0.09, a31oi_1 0.20, xor2_1 0.22, ha_1 0.30, and3_1 0.23, a221o_1 0.34, a21o_1 0.19
a41oi_1 0.33, o21ai_0 0.29, a211oi_1 0.49, o21ai_0 0.29, a21o_1 0.24, a211o_1 0.28, a22o_1 0.17
==> cells in the final DEF (no fill, tap or decap), types with 52 or more instances in the layout <==
cell / count
o21ai_0: 127
nor2_1: 155
nor3_1: 59
nand3_1: 52
edfxtp_1: 122
nand2_1: 162
clkdlybuf4s50_1: 93
xnor2_1: 58
ha_1: 102
xor2_1: 54
a21oi_1: 133
mux2i_1: 73
==> flip-flops by register name, indices dropped and copies added, names as in the netlist <==
signal and cells:
state 2, counter 7, x_shift 32, y_shift 32
z_rot 29, next_state 2, phase 29
==> per-stage QoR <==
stage	power [mW]	instances
2_1_floorplan	0.291	1834
3_3_place_gp	0.302	2361
3_5_place_dp	0.303	2361
4_1_cts	0.616	2393
5_1_grt	0.628	2393
6_report	0.607	2393
==> cells in the mapped netlist, drive strengths merged, types with 20 or more instances <==
library cell | instances | area share
nor3 | 63 | 0.021
o21a | 23 | 0.011
nand2b | 26 | 0.011
o22ai | 28 | 0.012
xor2 | 54 | 0.031
clkbuf | 66 | 0.016
a21oi | 134 | 0.044
nand3 | 52 | 0.017
inv | 38 | 0.0092
and2 | 21 | 0.0087
a211oi | 25 | 0.013
a31oi | 28 | 0.011
a21o | 37 | 0.018
mux2i | 76 | 0.050
o21ai | 133 | 0.043
nor2b | 23 | 0.0093
xnor2 | 59 | 0.034
nand2 | 164 | 0.040
a22oi | 39 | 0.020
a22o | 20 | 0.011
ha | 102 | 0.083
nor2 | 157 | 0.038
buf | 55 | 0.026
edfxtp | 122 | 0.24
==> power by group <==
group          switching, mW  leakage [nW]  total [mW]  internal, mW
registers                  0          1.20       0.284         0.284
logic                0.00174          4.69      0.0123        0.0105
clock network          0.143         0.288       0.311         0.168
==> final timing paths <==
| path | slack, ns | to | cells past startpoint |
|---|---|---|---|
| setup / recovery | 13.22 | y_shift[28] | 22 |
| hold / removal | 0.33 | state[0] | 0 |
| setup reg to reg | 13.22 | y_shift[28] | 22 |
| hold reg to reg | 0.33 | state[0] | 0 |
Power is estimated from default activity; no workload was simulated.
