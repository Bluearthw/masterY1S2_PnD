$ cat ./constraint.sdc
current_design cordic_vec

set clk_period 22.6
set clk_io_pct 0.2

create_clock -name clk0 -period $clk_period [get_ports {clk}]

set non_clock_inputs [all_inputs -no_clocks]
set_input_delay [expr $clk_period * $clk_io_pct] -clock clk0 $non_clock_inputs
set_output_delay [expr $clk_period * $clk_io_pct] -clock clk0 [all_outputs]
$ cat ./run.sh
#!/bin/bash
# OpenROAD 26Q1-2900-gdf79404cd8, Yosys 0.63+post, stock flow scripts
make -C /OpenROAD-flow-scripts/flow DESIGN_CONFIG=/design/flow/config.mk WORK_HOME=/design/flow/orfs finish
$ cat ./config.mk
export PLATFORM = sky130hd
export DESIGN_NAME = cordic_vec
export DESIGN_NICKNAME = cordic_vec
export VERILOG_FILES = /design/flow/design.v
export SDC_FILE = /design/flow/constraint.sdc
export NUM_CORES = 4
export LEC_CHECK = 1
export CORE_UTILIZATION = 40
$ cat ./design.v
`timescale 1ns / 1ps
module cordic_vec(
    input [31:0]    x,
    input  [31:0]   y,
    input           clk,
    output [31:0]   phase
    );
parameter K = 32'h09b74;   
localparam STG = 16;
reg signed [31:0] X [0:STG-1];
reg signed [31:0] Y [0:STG-1];
reg signed [31:0] Z [0:STG-1];  
always @(posedge clk ) begin
        X[0] <= x; 
        Y[0] <= y; 
        Z[0] <= 32'd0;             
end
 genvar i;
   generate
   for (i=0; i < (STG); i=i+1)
   begin: XYZ
      wire signed  [31 :0] X_shr, Y_shr;
      wire                   Z_sign;
      assign X_shr = X[i] >>> i;  
      assign Y_shr = Y[i] >>> i;
      assign Z_sign = ~Y[i][31];  
      always @(posedge clk)
      begin
         X[i+1] <= Z_sign ? X[i] + Y_shr         : X[i] - Y_shr;
         Y[i+1] <= Z_sign ? Y[i] - X_shr         : Y[i] + X_shr;
      end
        always @(posedge clk ) begin
        case(i)
        15'd0: Z[i+1] <= Z_sign ? Z[i] + 32'd2949120 : Z[i] - 32'd2949120;
        15'd1: Z[i+1] <= Z_sign ? Z[i] + 32'd1740992 : Z[i] - 32'd1740992;
        15'd2: Z[i+1] <= Z_sign ? Z[i] + 32'd919872 : Z[i] - 32'd919872;
        15'd3: Z[i+1] <= Z_sign ? Z[i] + 32'd466944 : Z[i] - 32'd466944;
        15'd4: Z[i+1] <= Z_sign ? Z[i] + 32'd234368 : Z[i] - 32'd234368;
        15'd5: Z[i+1] <= Z_sign ? Z[i] + 32'd117312 : Z[i] - 32'd117312;
        15'd6: Z[i+1] <= Z_sign ? Z[i] + 32'd58688 : Z[i] - 32'd58688;
        15'd7: Z[i+1] <= Z_sign ? Z[i] + 32'd29312 : Z[i] - 32'd29312;
        15'd8: Z[i+1] <= Z_sign ? Z[i] + 32'd14656 : Z[i] - 32'd14656;
        15'd9: Z[i+1] <= Z_sign ? Z[i] + 32'd7360 : Z[i] - 32'd7360;
        15'd10: Z[i+1] <= Z_sign ? Z[i] + 32'd3648 : Z[i] - 32'd3648;
        15'd11: Z[i+1] <= Z_sign ? Z[i] + 32'd1856 : Z[i] - 32'd1856;
        15'd12: Z[i+1] <= Z_sign ? Z[i] + 32'd896 : Z[i] - 32'd896;
        15'd13: Z[i+1] <= Z_sign ? Z[i] + 32'd448 : Z[i] - 32'd448;
        15'd14: Z[i+1] <= Z_sign ? Z[i] + 32'd256 : Z[i] - 32'd256;
        15'd15: Z[i+1] <= Z_sign ? Z[i] + 32'd128 : Z[i] - 32'd128;
        endcase
   end
   end
   endgenerate
    assign phase = Z[STG-1];
endmodule
==> impl_metrics.toml <==
# generated from flow reports
[cts]
clkTransAtPathRegs_ns = 0.06
tritoncts = "yes"
postCtsHoldBufs = 0
htreeDepth = 4
cts.sinks = 1221
cts.repair.resized = 0
cts_buffers = 145
post_cts_buffers = 0
ctsRootBufferMaster = "clkbuf_16"
clockBufferDepth = 3
clock_latency_ns = 0.79

[drt]
remaining_drc_errors = 0
wl_per_cell_um = 16.82
wl_mm = 242.3
drt_pass1_iterations = 5
drt_iter0_drc = 4499
num_vias = 78210
ant_nets = 0
viasPerCell = 5.426

[worst_setup_path]
crit_chain = "clkdlybuf4s50_1"
worstSetupPathType = "flop to output pin"
startpoint_type = "flop"
cp.required_ns = 18.08
crit_arrival_ns = 1.55
cp_max_fo = 1
critPathTopFamily = "buffers and inverters"
critPathCaptureType = "output pin"
slowest_delay_ns = 0.45
worst-path-buf-inv = 1
slowest_stage = "clkdlybuf4s50_1"

[final_timing]
slew_violations = 0
worst_slew_pin_slew_ns = 0.9589
rsz0062_at_grt = "no"
period_needed_ns = 6.074
final-hold-violation-count = 0
fin_worst_skew_ns = 0.03986
holdWs_ns = 0.3264
slew_headroom_pct = 35.49
timing.fmax_mhz = 164.6
timing.final.ws_setup_ns = 16.53
finalClockPeriodUsage_pct = 26.88
tns_ns = 0
finalSetupViolCount = 0

[floorplanning]
die_y_um = 485.8
die_width_um = 485.8
io_pins = 97
coreArea_um2 = 232500
die_area_um2 = 236000
num_rows = 177
fp-utilization_pct = 40.26

[layout]
area_growth_pct = 9.800
drive_gt1_share_pct = 3.510
finalNonFillerCells = 14410
fill_cells = 22190
fin_util_pct = 44.21

[synth]
yosysTopAreaCell = "dfxtp_1"
ys_warn_count = 4
syn_area_um2 = 93620
synth_top_area_share_pct = 26.11
synthTopCellsByArea = "dfxtp_1, ha_1, xnor2_1"
ff_type = "dfxtp_1"
edf_count = 0
ys_ff = 1221
synth.distinct_cells = 97
yosys_area_um2 = 93620
async_flop_share_pct = 0
syn_area_per_cell_um2 = 8.361
syn_inst = 11200
seq_area_frac_synth_pct = 26.11
ys_cells = 11200

[grt]
grt_first_pass_wirelength_mm = 393.0
antenna_found_initial = 5
grt_pass1_vias = 74040
grtUsageTotal_pct = 20.78
grt_max_degree = 73
gr-total-overflow = 0

[placement]
gp_congestion = 0.9492
pre_cts_ws_ns = 17.33
portBuffers = 89
dp.cells = 14150
dp_hpwl_mm = 196.5

[run_status]
status = "complete, no violations"

[job]
drv_cap = 0
warnings = 184

[worst_hold_path]
min_path_type = "flop to flop"
==> cells in the mapped netlist (103+ instances only) <==
| library cell | number |
|---|---|
| and3_1 | 106 |
| xor2_1 | 570 |
| a21oi_1 | 1207 |
| nand2_1 | 591 |
| o21bai_1 | 149 |
| nor2_1 | 1016 |
| clkbuf_1 | 170 |
| dfxtp_1 | 1221 |
| inv_1 | 509 |
| ha_1 | 1274 |
| xnor2_1 | 991 |
| nand2b_1 | 167 |
| a31oi_1 | 144 |
| o21a_1 | 142 |
| nand3_1 | 185 |
| nor3_1 | 278 |
| nor2b_1 | 187 |
| o21ai_0 | 544 |
| a21o_1 | 489 |
| nor4_1 | 103 |
==> logic make-up (layout without fill, tap and decap cells) <==
kind of cell / count (synthesis) / count (layout) / share of synthesized area [%]
AOI/OAI and AO/OA: 3290 / 3290 / 22.22
and+or+nand+nor: 3023 / 3023 / 15.58
xor gates and xnor gates: 1561 / 1561 / 14.60
adders and majority gates: 1311 / 1311 / 17.82
DFF: 1221 / 1221 / 26.11
buffers and inverters: 730 / 896 / 2.982
muxes: 59 / 59 / 0.6749
other: 2 / 8 / 0.008022
==> stage by stage <==
stage	instance area, um^2
3_5_place_dp	97710
3_3_place_gp	97710
6_report	102800
5_1_grt	102800
2_1_floorplan	93640
4_1_cts	102800
==> layout make-up <==
| cell class | count | area [um^2] | area share, % |
|---|---|---|---|
| Antenna cell | 1 | 2.502 | 0.002434 |
| Sequential cell | 1221 | 24460 | 23.80 |
| Clock inverter | 76 | 1047 | 1.019 |
| Clock buffer | 188 | 4033 | 3.923 |
| Timing Repair Buffer | 118 | 1109 | 1.078 |
| Multi-Input combinational cell | 9251 | 66400 | 64.60 |
| Tap cell | 3043 | 3807 | 3.704 |
| Inverter | 514 | 1929 | 1.877 |
==> routing by layer <==
metal / wire, um / global-route usage [%]
met1: 111400 / 28.82
met2: 114800 / 35.00
met3: 10350 / 2.493
met4: 5796 / 4.362
met5: 0 / 0
==> state kept, by name, summed over array words and instances (netlist names), named ones only <==
name / cells
Z: 337
X: 434
Y: 449
==> path summary, 6_finish.rpt <==
kind              cells after the start  slack (ns)        to  startpoint
setup / recovery                      1       16.53  phase[8]    Z[15][8]
hold / removal                        0        0.33   Z[4][7]     Z[3][7]
setup reg to reg                     15       17.65  X[6][29]    Y[5][11]
hold reg to reg                       0        0.33   Z[4][7]     Z[3][7]
==> worst register-to-register path: cells and delay by family, from the launching register on <==
kind / cells / cell delay, ns
and+or+nand+nor: 3 / 1.51
adders and majority gates: 1 / 0.36
DFF: 1 / 0.33
AOI/OAI and AO/OA: 9 / 2.38
xor gates and xnor gates: 2 / 0.29
==> cell usage in the layout (no fill, tap or decap), drive strengths merged, types with 37 or more instances in the layout <==
master         count
ha              1274
nand2b           167
o31ai             45
and2              88
xnor2            991
xor2             570
a31oi            145
nand4             97
and3             106
nor2b            187
or3               59
clkinv            37
clkbuf           188
o41ai             43
nand3            185
nor3             278
a211oi            77
nand2            591
inv              519
nor2            1016
a21o             490
o21ai            555
a21oi           1208
nor4             105
dfxtp           1221
o21bai           150
clkdlybuf4s50     89
o211ai            43
o21a             142
fa                37
